## flow/run.sh

```bash
#!/bin/bash
# OpenROAD 26Q1-2900-gdf79404cd8, Yosys 0.63+post, stock flow scripts
make -C /OpenROAD-flow-scripts/flow DESIGN_CONFIG=/design/flow/config.mk WORK_HOME=/design/flow/orfs finish
```

## flow/config.mk

```make
export PLATFORM = sky130hd
export DESIGN_NAME = clk_gen
export DESIGN_NICKNAME = clk_gen
export VERILOG_FILES = /design/flow/design.v
export SDC_FILE = /design/flow/constraint.sdc
export NUM_CORES = 4
export LEC_CHECK = 1
export CORE_AREA = 10 10 80 80
export DIE_AREA = 0 0 90 90
```

## flow/constraint.sdc

```tcl
current_design clk_gen

set clk_period 2.8
set clk_io_pct 0.2

create_clock -name clk0 -period $clk_period [get_ports {clk}]

set non_clock_inputs [all_inputs -no_clocks]
set_input_delay [expr $clk_period * $clk_io_pct] -clock clk0 $non_clock_inputs
set_output_delay [expr $clk_period * $clk_io_pct] -clock clk0 [all_outputs]
```

## flow/design.v

```verilog
`timescale 1ns / 1ps
module clk_gen(
    input clk,
    input rst,
    output clk_div
    );
    reg [32:0] count;
    initial
    begin
        count = 0;
    end
    assign clk_div = count[18];
    always@(posedge clk, posedge rst)
    begin
        if(rst)
            count <= 0;  
        else
            count <= count + 1;  
    end
endmodule
```

==> summary.rpt <==
DETAILED ROUTING
--------------------------------------------------------------------------------
Wire length on met2                                                       439 um
Routed wire per std cell                                                 7.66 um
Highest routed metal layer                                                  met3
Drt initial violations                                                        13
Routed vias                                                                  453
DRT Wirelength                                                           1070 um
Pre-antenna DRT Iters                                                          4
Number of routed nets with antenna violations                                  0
# DRC                                                                          0
Met1 wire length                                                          558 um
Vias per cell                                                               3.24
Final antenna diode count                                                      0
Total length of routed met3 wires                                          74 um

SYNTHESIS
--------------------------------------------------------------------------------
Gate Count Post-Synth                                                         67
Yosys synthesis chip area                                               822 um^2
Synthesized cell area                                                   822 um^2
Number of warning messages in the yosys log                                    1
Register bit total from synthesis                                             19
Library cells used by synthesis                                               17
Part of the Yosys area used for sequential elements                        57.8%
Yosys stat cell total                                                         67
Per-instance average area after synthesis                              12.3 um^2

PWR
--------------------------------------------------------------------------------
Sequential power share                                                     59.3%
Total power per unit cell area                                       476 nW/um^2
Internal power                                                          0.374 mW
Logic pwr share                                                             1.4%
Total net switching power                                              0.0882 mW
Leak                                                                    0.441 nW
Maximum VDD drop                                                          130 uV
Net Sw Frac                                                                19.1%
Relative contribution of the clock network to total power                  39.3%

STA
--------------------------------------------------------------------------------
Fin crit share                                                             58.8%
Fmax                                                                   0.608 GHz
Total count of hold-check failures in the final report                         0
RSZ-0062 raised after global routing                                       false
Final TNS setup                                                             0 ns
Number of setup violations in the final report                                 0
Final Max Tran Viols                                                           0
Final period demand of the worst path                                    1.65 ns
Clk_skew                                                              0.00339 ns
Pin slew with the least headroom to its limit                           0.676 ns
Relative slew margins                                                      54.9%

WORST SETUP PATH
--------------------------------------------------------------------------------
Largest stage delay on the critical path                                 0.47 ns
Critical Path Start Type                                                register
Cell with the largest stage delay on the worst path                 clkdlybuf4s50_1
Buf+Inv Stages, Crit Path                                                      1
Nature of the critical path endpoint                                  output pin
Classification of the worst setup path                                   reg2out
Crit path arrival time                                                   1.09 ns
Peak fanout along the critical path                                            2
Cell-by-cell trace of the critical path                             clkdlybuf4s50_1
Data required time of the critical path                                  2.24 ns
CP delay by family, top                                             buffers and inverters

FLOORPLANNING
--------------------------------------------------------------------------------
Floorplan core density                                                     17.4%
Die W                                                                      90 um
IO Count                                                                       3
Area of the core                                                       4720 um^2
Placement Rows                                                                25
Chip area                                                              8100 um^2
Die span in y                                                              90 um

CLOCK TREE
--------------------------------------------------------------------------------
CTS tree                                                                     yes
Clock sinks                                                                   19
H-Tree Depth                                                                   1
Number of buffers inserted to repair setup after CTS                           0
Clk latency late pin                                                     0.25 ns
Number of buffers created by CTS                                               3
Clk root buf                                                            clkbuf_8
Maximum buffer depth of the clock tree                                         2
Number of buffers added to fix hold violations after cts                       0
Number of gates resized after CTS                                              0
Clock transition at path regs                                            0.06 ns

FINAL LAYOUT
--------------------------------------------------------------------------------
Share of layout cells above drive strength 1                               11.0%
Largest register FFs                                                          19
Post-route cell area                                                    972 um^2
Number of inserted filler cells in the final layout                          498
Area growth syn-to-layout                                                  18.3%
Most flops, register                                                       count
Largest regs                                                        count: 19 flops
Fraction of the core area covered by cells at the end of the flow          20.6%

RUN
--------------------------------------------------------------------------------
Total of max-cap violations                                                    0
Number of warnings in the stage logs                                          25

RUN STATUS
--------------------------------------------------------------------------------
Outcome                                                                completed

PLACEMENT
--------------------------------------------------------------------------------
Standard cell area after detailed placement                             926 um^2
Gp weighted congestion                                                     0.794
Detailed Place HPWL                                                       818 um
I/O Buffers                                                                    2

GRT
--------------------------------------------------------------------------------
Remaining Overflow, GRT                                                        0
Pin count of the biggest net entering global routing                          20
First-pass GRT wire length                                               2210 um
Number of antenna violations at the first check in global routing              0
Vias in the first global route                                               506
Overall routing resource usage                                             3.17%

MIN PATH
--------------------------------------------------------------------------------
Min-delay worst type                                                     reg2reg

-- area by class of cell --
| class | count | area (um^2) | area share (%) |
|---|---|---|---|
| Sequential cell | 19 | 475 | 48.9 |
| Multi-Input combinational cell | 46 | 339 | 34.9 |
| Tap cell | 67 | 83.8 | 8.62 |
| Timing Repair Buffer | 2 | 20.0 | 2.06 |
| Clock inverter | 1 | 5.00 | 0.515 |
| Inverter | 2 | 7.51 | 0.772 |
| Clock buffer | 3 | 41.3 | 4.25 |
-- synth_stat cells --
master	n	share of area [%]
dfrtp_1	19	58
xnor2_1	10	11
nand2_1	7	3.2
xor2_1	7	7.5
nand4_1	5	3.8
nor2_1	4	1.8
nand3_1	3	1.8
inv_1	2	0.91
nor3_1	2	1.2
and2_1	1	0.76
and3_1	1	0.76
and4_4	1	1.4
ha_1	1	1.5
nand4_4	1	2.6
nor3_4	1	2.0
nor4_2	1	1.5
or2_1	1	0.76
-- cell usage in the layout, fill, tap and decap left out, drive strengths merged --
cell type | netlist | layout
clkdlybuf4s50 | 0 | 2
clkinv | 0 | 1
ha | 1 | 1
and3 | 1 | 1
nand2 | 7 | 7
nor4 | 1 | 1
nand3 | 3 | 3
nor3 | 3 | 3
and4 | 1 | 1
inv | 2 | 2
xor2 | 7 | 7
nand4 | 6 | 6
dfrtp | 19 | 19
and2 | 1 | 1
clkbuf | 0 | 3
or2 | 1 | 1
xnor2 | 10 | 10
nor2 | 4 | 4
-- kinds of logic (layout without fill, tap and decap cells) --
logic type               Yosys count  after routing  share of synthesized area [%]
flip-flops                        19             19                           57.8
XOR/XNOR                          17             17                           18.1
AND/OR/NAND/NOR                   28             28                           21.6
adder cells (fa/ha/maj)            1              1                           1.52
buffers and inverters              2              8                          0.914
-- layer usage --
layer / vias to the layer above / track usage [%]
met3: 0 / 1.84
met1: 208 / 4.00
li1: 239 / -
met2: 6 / 4.78
met5: - / 0
met4: 0 / 0.265
-- per-stage QoR --
| stage | power [mW] | setup slack [ns] | hold slack [ns] | cells |
|---|---|---|---|---|
| finish | 0.463 | 1.15 | 0.475 | 140 |
| global placement | 0.286 | 1.31 | 0.456 | 136 |
| global route | 0.492 | 1.10 | 0.493 | 140 |
| floorplan | 0.284 | 1.40 | 0.424 | 67 |
| CTS | 0.473 | 1.14 | 0.476 | 140 |
| detailed placement | 0.287 | 1.30 | 0.461 | 136 |
-- path summary, 6_finish.rpt --
check | start | end | slack (ns) | cells after the start
max reg2reg | count[0] | count[18] | 1.29 | 5
min reg2reg | count[17] | count[17] | 0.48 | 1
max in group asynchronous | rst | count[9] | 1.65 | 2
min | count[17] | count[17] | 0.48 | 1
min in group asynchronous | rst | count[15] | 0.72 | 2
max | count[18] | clk_div | 1.15 | 1
-- power by group through the flow --
stage / Combinational [mW] / Clock (mW) / Sequential, mW
final: 0.00631 / 0.182 / 0.274
after global routing: 0.00797 / 0.210 / 0.274
after CTS: 0.00704 / 0.192 / 0.274
No activity file was given, so power comes from the tool's default toggle rates.
