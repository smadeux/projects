### design/flow/run.sh
#!/bin/bash
# OpenROAD 26Q1-2900-gdf79404cd8, Yosys 0.63+post, stock flow scripts
make -C /OpenROAD-flow-scripts/flow DESIGN_CONFIG=/design/flow/config.mk WORK_HOME=/design/flow/orfs finish
### design/flow/config.mk
export PLATFORM = sky130hd
export DESIGN_NAME = seven_seg
export DESIGN_NICKNAME = seven_seg
export VERILOG_FILES = /design/flow/design.v
export SDC_FILE = /design/flow/constraint.sdc
export NUM_CORES = 4
export LEC_CHECK = 1
export CORE_AREA = 10 10 70 70
export DIE_AREA = 0 0 80 80
### design/flow/constraint.sdc
current_design seven_seg

set clk_period 1.3
set clk_io_pct 0.2

create_clock -name clk0 -period $clk_period

set non_clock_inputs [all_inputs -no_clocks]
set_input_delay [expr $clk_period * $clk_io_pct] -clock clk0 $non_clock_inputs
set_output_delay [expr $clk_period * $clk_io_pct] -clock clk0 [all_outputs]
### design/flow/design.v
`timescale 1ns / 1ps
module seven_seg(
    input [3:0] sw,
    output reg [6:0] seg,
    output [3:0] an,
    output dp
    );
    assign an = 4'b1110; 
    assign dp = 1'b1;    
    always@(sw)
    begin
        if(sw == 4'h0)seg = 7'b1000000;
        else if(sw == 4'h1) seg = 7'b1111001;
        else if(sw == 4'h2) seg = 7'b0100100;
        else if(sw == 4'h3) seg = 7'b0110000;
        else if(sw == 4'h4) seg = 7'b0011001;
        else if(sw == 4'h5) seg = 7'b0010010;
        else if(sw == 4'h6) seg = 7'b0000010;
        else if(sw == 4'h7) seg = 7'b1111000;
        else if(sw == 4'h8) seg = 7'b0000000;
        else if(sw == 4'h9) seg = 7'b0010000;
        else if(sw == 4'ha) seg = 7'b0100000;
        else if(sw == 4'hb) seg = 7'b0000011;
        else if(sw == 4'hc) seg = 7'b1000110;
        else if(sw == 4'hd) seg = 7'b0100001;
        else if(sw == 4'he) seg = 7'b0000110;
        else if(sw == 4'hf) seg = 7'b0001110;
        else
            seg = 7'b1000000;
    end
endmodule
==> out/highlights.md <==
• Synth top cells by count: buf_4 (5), buf_2 (4)
• unrepaired setup endpoints after global routing: yes
• final setup slack of the worst path: -0.0747 ns
• fraction of the yosys area taken by sequential cells: 0%
• global-route wire length before repair: 1.46 mm
• DRC violations left: 0
• remaining global-route overflow: 0
• number of global-route vias before repair: 324
• total of max-cap violations: 0
• top cells by area in the synthesized netlist: buf_4 (15%), buf_2 (7.9%), or4b_1 (7.9%)
• share of the synthesized area in the top cell type: 14.9%
• worst hold slack: 0.888 ns
• min-delay src: sw[3]
• total power per unit cell area: 272 nW/µm²
• Max Clk Rate: 727 MHz
• 1st-iter DRT viols: 8
• switch share: 40.2%
• peak supply drop: 0.0353 mV
• internal power summed over all cells: 75.0 µW
• Filler cells: 388
• routability-driven placement congestion ratio: 0.655
• final sum of negative setup slack: -0.187 ns
• combinational gate area: 239 µm²
• logic gate share of total power: 100.0%
• count of antenna diodes in the layout: 0
• average cell area after synthesis: 7.02 µm²
• global-route total usage across every layer: 2.56%
• outcome: finished, violations left
• Placed Cells: 93
• count of warnings emitted by yosys: 1
• OpenROAD warnings: 34
• largest area contributor in the synthesized netlist: buf_4
• count of unique library cells instantiated by Yosys: 20
• Arr. time, crit path: 1.11 ns
• fraction of layout instances using a drive strength above 1: 60.0%
• number of clock-tree buffers in the layout: 0
• estimated wirelength of the detail-placed design: 661 µm
• maximum number of pins on one net before global-route repair: 9
• timing startpoint of the critical path: sw[2]
• Period Utilization, post-route: 106%
• area of the mapped netlist: 253 µm²
• final cell area excluding filler cells: 460 µm²
• Slew Viols, Final: 0
• net switching power: 50.4 µW
• number of primary I/O pins: 16
• chip height: 80 µm
• most instantiated library cell after synthesis: buf_4
• Routed wire per std cell: 9.01 µm
• chip area line of the yosys report: 253 µm²
• Clk network pwr share: 0%
• Hold-fix buffers, CTS: 0
• number of antenna violations at the first check in global routing: 0
• crit path kind: input pin to output port
• Post-DRT Antenna Nets: 0
• data required time at the worst endpoint: 1.04 ns
• core footprint: 3420 µm²
• wire length after detailed routing: 865 µm
• floorplan die width: 80 µm
• Flop area: 0 µm²
• gate count after technology mapping: 36
• post-place setup slack: -0.920 ns
• share of power burned in registers: 0%
• Pre-Repair DR Iteration Count: 2
• crit path capture type: output port
• maximum fanout count along the critical path: 5
• Final Instance Count excl. Fillers: 96
• number of failing setup endpoints in the final timing report: 5
• Vias/cell: 3.20
• Min-Delay Path Class: input pin to output port
• Port Buffer Count: 11
• Critical Path Start Type: input pin
• Hold Fails Final Rpt: 0
• routed vias: 307
• fp_density: 7.40%
• cell count listed in synth_stat.txt: 36
• violations in the final reports: setup timing
• Leakage: 0.000192 µW
• Std-Cell Rows: 21
• final critical path time including I/O delays and setup: 1.37 ns
• cell area reported after detailed placement: 419 µm²
• sequential cell count of the final layout: 0
• DIE AREA: 6400 µm²
• Synth-to-Final Area Change: 82.2%
[logic make-up (layout without fill, tap and decap cells)]
kind of cell	count (synthesis)	count (layout)	synth area share, %
multiplexers	1	1	5.94
other	2	5	2.97
AND-OR/OR-AND	11	11	31.7
AND/OR/NAND/NOR	10	10	30.2
XOR/XNOR	1	1	3.47
buffers and inverters	11	22	25.7
[placed cells by master (no fill, tap or decap), types with 2 or more instances in the layout]
cell type,instances
buf_6,3
a21boi_0,2
buf_2,8
buf_4,7
o211ai_1,2
buf_8,2
a22oi_2,2
or3b_4,2
nand4b_1,2
inv_1,2
conb_1,5
[critical path: stages]
cell      delay, ns
buf_8          0.10
or4b_1         0.52
o211ai_1       0.10
buf_2          0.13
[metrics by stage]
stage / power (µW) / utilization, %
finish: 125 / 13.5
global route: 142 / 13.5
CTS: 116 / 12.6
detailed placement: 118 / 12.3
global placement: 116 / 12.3
floorplan: 56.8 / -
[layout make-up]
type	count	share of cell area [%]
inverter	2	1.63
multi-input combinational	28	51.9
tap	46	12.5
timing repair buffer	20	34.0
[layer usage]
metal | track usage, % | vias up | wire [µm]
li1 | - | 153 | -
met1 | 3.10 | 144 | 407
met2 | 4.82 | 10 | 413
met3 | 0.455 | 0 | 44
met4 | 0 | 0 | 0
met5 | 0 | - | 0
[timing repair]
item                       CTS  global route
cloned                       1             0
gates resized               52             6
pin swaps                    8             6
buffers inserted             2             1
setup endpoints to repair    7             7
[worst paths after layout]
| path | to | slack (ns) | depth (start not counted) |
|---|---|---|---|
| max | seg[2] | -0.07 | 4 |
| min | seg[3] | 0.89 | 4 |
[power groups by stage]
stage / Sequential [µW] / Clock, µW / Combinational, µW
4_1_cts: 0 / 0 / 116
5_1_grt: 0 / 0 / 142
6_report: 0 / 0 / 125
Power figures rest on the tool's default switching activity, not on a simulated workload.
