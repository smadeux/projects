==> flow/design.v <==
`timescale 1ns / 1ps
module bin2BCD_1dig(
    input done,
    input d_in,
    input clk,
    output d_out,
    output reg [3:0] Q
    );
    parameter wait2strt = 2'b00;
    parameter shift = 2'b01;
    parameter add3_shift = 2'b10;
    reg [1:0] state, next_state;
    wire [3:0] next_data, next_data3;
    reg [3:0] D;
    wire GT4;
    assign GT4 = next_data > 4;
    assign next_data3 = next_data + 3;
    assign next_data = {Q[2:0], d_in};
    assign d_out = Q[3];
    always @ (state)
    case (state)
    wait2strt:      if (!done)              begin next_state = shift;         D = next_data;    end
                    else                    begin next_state = wait2strt; D = 4'b0000;          end
    shift:          if      (GT4 && !done)  begin next_state = add3_shift; D = next_data3;      end
                    else if (!GT4&& !done)  begin next_state = shift; D = next_data;            end
                    else                    begin next_state = wait2strt; D = 4'b0000;          end
    add3_shift:     if (GT4 && !done)       begin next_state = add3_shift; D = next_data3;      end
                    else if (!GT4 && !done) begin next_state = shift; D = next_data;            end
                    else                    begin next_state = wait2strt; D = 4'b0000;          end
    endcase
    initial state = 2'b00;
    always @ (posedge clk)
      state <= next_state;
    initial Q = 4'b0000;
    always @ (posedge clk)
      Q <= D;
endmodule
==> flow/run.sh <==
#!/bin/bash
# OpenROAD 26Q1-2900-gdf79404cd8, Yosys 0.63+post, stock flow scripts
make -C /OpenROAD-flow-scripts/flow DESIGN_CONFIG=/design/flow/config.mk WORK_HOME=/design/flow/orfs finish
==> flow/config.mk <==
export PLATFORM = sky130hd
export DESIGN_NAME = bin2BCD_1dig
export DESIGN_NICKNAME = bin2BCD_1dig
export VERILOG_FILES = /design/flow/design.v
export SDC_FILE = /design/flow/constraint.sdc
export NUM_CORES = 4
export LEC_CHECK = 1
export CORE_AREA = 10 10 70 70
export DIE_AREA = 0 0 80 80
==> flow/constraint.sdc <==
current_design bin2BCD_1dig

set clk_period 1.0
set clk_io_pct 0.2

create_clock -name clk0 -period $clk_period [get_ports {clk}]

set non_clock_inputs [all_inputs -no_clocks]
set_input_delay [expr $clk_period * $clk_io_pct] -clock clk0 $non_clock_inputs
set_output_delay [expr $clk_period * $clk_io_pct] -clock clk0 [all_outputs]
==> results.py <==
# Flow results
metrics = {
    "timing": {
        "post-route-period-util_pct": 97.5,
        "slew_violations": 0,
        "unclocked_pins": 6,
        "fmax_mhz": 1030,
        "finalHoldViolations": 0,
        "setup_viol": 0,
        "layout_setup_ws_ns": 0.0253,
        "rsz0062_at_grt": "yes",
        "untimed_endpoints": 12,
        "slew_headroom_pct": 79.1,
        "min_period_ns": 0.975,
        "hold_ws_ns": 0.911,
        "worst_pin_slew_ns": 0.313,
    },
    "final_layout": {
        "syn_to_final_growth_pct": 44.3,
        "nFillCells": 391,
        "drive_gt1_share_pct": 29.4,
    },
    "global_route": {
        "grt_pass1_vias": 317,
        "grt_first_pass_wirelength_um": 1300,
        "grt_max_degree": 10,
        "antenna_found_initial": 0,
        "grt_usage_pct": 2.46,
        "overflow": 0,
    },
    "setup_path": {
        "critical_path_required_ns": 0.80,
        "crit_chain": "dlygate4sd2_1",
        "endpoint_kind": "output port",
        "path_max_fanout": 2,
        "cp_top_family": "flip-flops",
        "worst-path-stages": 1,
        "critical_path.endpoint": "Q[3]",
        "crit_arrival_ns": 0.77,
        "worstSetupStartpointType": "flip-flop",
        "slowest_delay_ns": 0.31,
        "crit_type": "reg -> out",
        "path_buffers": 1,
        "cp-startpoint": "Q[3]$_DFF_P_",
        "worst_path_max_delay_cell": "dfxtp_2",
    },
    "clock_network": {
        "cts_tree": "built",
        "htreeDepth": 1,
        "numCtsBuffers": 3,
        "clk_pin_slew_worst_paths_ns": 0.04,
        "hold_buffers": 0,
        "ctsRootBufferMaster": "clkbuf_4",
        "cts_buffer_depth": 2,
    },
    "yosys": {
        "top_cell": "nor2_1",
        "top_area_share_pct": 29.7,
        "ys_area_um2": 404,
        "synth.distinct_cells": 16,
        "common_cells": "nor2_1 (7), dfxtp_1 (6), dlxtn_1 (6), ha_1 (3), nor2b_1 (3)",
        "post_synth_inst_count": 38,
        "ys_cells": 38,
        "syn_area_um2": 404,
        "ys.flop_type": "dlxtn_1",
        "ys_ff": 12,
        "netlist_top_cells_area": "dfxtp_1 (30%), dlxtn_1 (22%), ha_1 (9.3%)",
        "edf_count": 0,
        "avgSynthCellArea_um2": 10.6,
        "ys_warn_count": 1,
        "yosysTopAreaCell": "dfxtp_1",
        "async_flop_share_pct": 0,
    },
    "route": {
        "vias_per_cell": 2.94,
        "detail-route-antenna-nets": 0,
        "firstDrtPassIters": 3,
        "drcViolationCount": 0,
        "vias": 285,
        "wl_per_cell_um": 7.41,
        "n_antenna_cell": 0,
        "wirelength_um": 719,
        "drt_iter0_markers": 11,
    },
    "placement": {
        "post-place-ws_ns": 0.00751,
        "portBuffers": 7,
        "gp_congestion": 0.718,
    },
    "floorplanning": {
        "fp_util_pct": 11.8,
        "die_area_um2": 6400,
        "pin_count": 8,
        "placementRows": 21,
        "die_h_um": 80,
        "dieWidth_um": 80,
        "core_um2": 3420,
    },
    "min_path": {
        "holdCritPathClass": "reg -> out",
        "hp-start": "Q[2]$_DFF_P_",
        "whs_path_depth": 1,
    },
    "power": {
        "p_leak_nw": 0.261,
        "irDropWorstVdd_mv": 0.237,
        "powerDensity_nw_per_um2": 843,
    },
    "flow_run": {
        "maxCapViolCount": 0,
        "tool_warnings": 27,
    },
    "status": {
        "status": "finished clean",
    },
}
logic make-up after synthesis:
kind of cell / Yosys count / synth area share [%]
AND-OR/OR-AND: 5 / 10.5
multiplexers: 3 / 8.98
flip-flops: 6 / 29.7
latches: 6 / 22.3
adder cells (fa/ha/maj): 3 / 9.29
AND/OR/NAND/NOR: 11 / 14.6
buffers and inverters: 4 / 4.64
registers in the layout, summed over array words and instances, names as in the netlist:
name,cells
Q,4
state,2
next_state,2
D,4
repair_timing:
action	4_1_cts	5_1_grt
endpoints found under the setup margin	5	4
cloned	0	0
resized	10	2
setup buffers	2	0
metrics by stage:
stage	area [µm²]	setup TNS, ns	utilization, %	std cells	power, mW
after floorplan	404	0	-	38	0.266
after global placement	543	0	15.9	92	0.276
after detailed placement	543	0	15.9	92	0.278
after CTS	581	0	17.0	97	0.505
after global routing	583	-0.0327	17.1	97	0.528
final	583	0	17.1	97	0.492
power by group:
group | internal (mW) | total, mW | leakage (nW) | switching [mW]
registers | 0.242 | 0.242 | 0.0977 | 0.0000551
logic | 0.0164 | 0.0323 | 0.150 | 0.0159
clock network | 0.135 | 0.218 | 0.0138 | 0.0823
layout by cell type (no fill, tap or decap), types with 2 or more instances in the layout:
cell | netlist | final
clkdlybuf4s50_1 | 0 | 2
dfxtp_2 | 0 | 4
dfxtp_1 | 6 | 2
ha_1 | 3 | 3
clkbuf_4 | 0 | 3
o211ai_1 | 2 | 2
buf_4 | 1 | 5
nor2b_1 | 3 | 3
dlygate4sd2_1 | 0 | 2
nor2_1 | 7 | 7
dlxtn_1 | 6 | 6
inv_1 | 2 | 2
clkdlybuf4s15_1 | 0 | 3
worst min-delay path by stage:
| stage | to |
|---|---|
| after global routing | Q[1] |
| final | Q[2] |
| after CTS | Q[0] |
layout make-up:
cell class                      instances  area (µm²)  share of cell area, %
Tap cell                               46        57.6                   9.87
Inverter                                2        7.51                   1.29
Timing Repair Buffer                   12         105                   18.0
Sequential cell                        12         215                   36.9
Clock buffer                            3        22.5                   3.86
Multi-Input combinational cell         22         175                   30.0
metal layers:
layer | vias to the layer above | routed length, µm | GRT usage, %
li1 | 149 | - | -
met1 | 122 | 322 | 2.89
met2 | 12 | 255 | 3.53
met3 | 2 | 103 | 1.48
met4 | 0 | 37 | 1.06
met5 | - | 0 | 0
Power and IR drop assume default switching activity.
